--- constraint.sdc ---
current_design adder

set clk_period 22.1
set clk_io_pct 0.2

create_clock -name clk0 -period $clk_period

set non_clock_inputs [all_inputs -no_clocks]
set_input_delay [expr $clk_period * $clk_io_pct] -clock clk0 $non_clock_inputs
set_output_delay [expr $clk_period * $clk_io_pct] -clock clk0 [all_outputs]
--- run.sh ---
#!/bin/bash
# OpenROAD 26Q1-2900-gdf79404cd8, Yosys 0.63+post, stock flow scripts
make -C /OpenROAD-flow-scripts/flow DESIGN_CONFIG=/design/flow/config.mk WORK_HOME=/design/flow/orfs finish
--- config.mk ---
export PLATFORM = sky130hd
export DESIGN_NAME = adder
export DESIGN_NICKNAME = adder
export VERILOG_FILES = /design/flow/design.v
export SDC_FILE = /design/flow/constraint.sdc
export NUM_CORES = 4
export LEC_CHECK = 1
export CORE_UTILIZATION = 30
export SYNTH_HDL_FRONTEND = slang
--- design.v ---
interface dut_if(input clk, rst);
    logic [63:0] A, B;
    logic [63:0] data;
    logic valid, ready;
    modport port_in (input clk, rst, A, B, valid, output ready);
    modport port_out (input clk, rst, output valid, data, ready);
endinterface
module adder(   input logic [63:0] A, B, 
                output logic [63:0] OUT );
    assign OUT = A + B;
endmodule: adder
==> flow_metrics.env <==
# source this file to load flow results
export IMPL_status="finished, final reports clean"
export IMPL_critical_path_class="in -> out"
export IMPL_relSlewSlack=0.637
export IMPL_dpl_cell_count=894
export IMPL_hold_path_class="in -> out"
export IMPL_yosysWarningCount=0
export IMPL_yosysTopAreaCell="ha_1"
export IMPL_syn_cell_area_mm2=0.00382
export IMPL_max_cap_viol_count=0
export IMPL_rsz0062_at_grt="no"
export IMPL_grt_ovfl_total=0
export IMPL_fin_tns_setup_ns=0
export IMPL_fill_cells=1243
export IMPL_routed_wl_um=13200
export IMPL_placed_cell_area_mm2=0.00584
export IMPL_grt_pass1_vias=4428
export IMPL_gp_congestion=0.918
export IMPL_yosysCellCount=555
export IMPL_seq_area_um2=0
export IMPL_wire_per_inst_um=14.8
export IMPL_hpwl_um=11800
export IMPL_top_area_frac=0.207
export IMPL_die_h_um=115
export IMPL_syn2layout_area_growth_pct=53.0
export IMPL_finalCritPeriodShare=0.556
export IMPL_top_cells_by_count="a21oi_1, ha_1, nand2_1"
export IMPL_synthTopCellsByArea="ha_1, a21oi_1, xnor2_1, a21o_1, xor2_1"
export IMPL_cts_setup_buffers=0
export IMPL_fmax_ghz=0.0814
export IMPL_tightestPinTransition_ns=0.538
export IMPL_hold_path_depth=3
export IMPL_cts_resized=0
export IMPL_vias_per_cell=5.18
export IMPL_initCoreUtil=0.313
export IMPL_ys_area_mm2=0.00382
export IMPL_p_leak_nw=2.42
export IMPL_io_buffers=192
export IMPL_crit_arrival_ns=7.86
export IMPL_grt_first_pass_wirelength_um=21100
export IMPL_drv_slew=0
export IMPL_grt_antenna_before_repair=0
export IMPL_num_clock_buffers=0
export IMPL_setup_viol=0
export IMPL_io_pins=192
export IMPL_irDropWorstVdd_mv=0.0141
export IMPL_grt_max_degree=12
export IMPL_postSynthSeqShare=0
export IMPL_syn_area_per_cell_um2=6.88
export IMPL_path_max_fanout=5
export IMPL_core_mm2=0.0122
export IMPL_synth_top_cell_by_count="a21oi_1"
export IMPL_vias=4633
export IMPL_hold_viol=0
export IMPL_layoutNonFillerInstCount=894
export IMPL_worstHoldStart="B[0]"
export IMPL_drive_above_1_share=0.0331
export IMPL_antenna_left=0
export IMPL_syn_inst=555
export IMPL_synth_cell_types=65
export IMPL_drc=0
export IMPL_hold_end="OUT[0]"
export IMPL_track_usage=0.197
export IMPL_crit_path_start_kind="input port"
export IMPL_hold_buffers=0
export IMPL_firstDrtPassIters=5
export IMPL_post_route_min_period_ns=12.28
export IMPL_crit_start="A[0]"
export IMPL_drtIter0Drc=227
export IMPL_required_ns=17.68
export IMPL_antenna_diode_count=0
export IMPL_num_rows=40
export IMPL_powerDensity_mw_per_mm2=32.7
export IMPL_die_width_um=115
export IMPL_end_kind="primary output"
export IMPL_flops=0
export IMPL_warnings=32
export IMPL_postLayoutCellArea_mm2=0.00584
export IMPL_die_area_mm2=0.0132
## through the flow
| step | utilization | hold slack, ns | power, mW | setup slack [ns] |
|---|---|---|---|---|
| after floorplan | - | 8.91 | 0.0934 | 11.10 |
| after global placement | 0.478 | 9.87 | 0.191 | 9.89 |
| after detailed placement | 0.478 | 9.86 | 0.190 | 9.84 |
| after CTS | 0.478 | 9.87 | 0.192 | 9.82 |
| after global routing | 0.478 | 9.91 | 0.209 | 9.65 |
| final | 0.478 | 9.86 | 0.191 | 9.82 |
## cell families after synthesis
| group | count (synthesis) | synth area share |
|---|---|---|
| adder cells (fa/ha/maj) | 64 | 0.212 |
| XOR/XNOR | 60 | 0.138 |
| AND/OR/NAND/NOR | 179 | 0.236 |
| AND-OR/OR-AND | 217 | 0.372 |
| buffers and inverters | 35 | 0.0420 |
## how the worst max path moves through the flow
stage	endpoint	slack [ns]	cells after the start
finish	OUT[44]	9.82	13
global route	OUT[44]	9.65	13
CTS	OUT[44]	9.82	13
## metal layers
layer | vias up | global-route usage | share of wire
li1 | 2421 | - | -
met3 | 6 | 0.0145 | 0.054
met4 | 0 | 0.0121 | 0.0074
met1 | 2070 | 0.297 | 0.49
met2 | 136 | 0.322 | 0.44
met5 | - | 0 | 0
## report_power, final
group	internal [mW]	total [mW]	switching, mW
Clock	0	0	0
Combinational	0.110	0.191	0.0808
Sequential	0	0	0
## critical path: stages
cell and delay [ns]:
clkdlybuf4s50_1 0.41, ha_1 0.24, fa_1 0.42, a21oi_2 0.18, nor2_1 0.10, nor4_4 0.35, nor2_1 0.15, a21oi_4 0.22
a21oi_1 0.14, o32ai_1 0.44, o21ai_1 0.16, xor2_1 0.15, clkdlybuf4s50_1 0.48
## placed cells by master (no fill, tap or decap), drive strengths merged, types with 5 or more instances in the layout
| cell type | netlist | final |
|---|---|---|
| inv | 14 | 14 |
| nor3 | 9 | 9 |
| xor2 | 23 | 23 |
| clkdlybuf4s50 | 0 | 192 |
| nand2 | 54 | 54 |
| o21a | 7 | 7 |
| nand2b | 5 | 5 |
| nor2 | 41 | 41 |
| nor2b | 6 | 6 |
| a21boi | 5 | 5 |
| nand3 | 19 | 19 |
| and3 | 7 | 7 |
| a21oi | 80 | 80 |
| ha | 63 | 63 |
| nand4 | 17 | 17 |
| o21bai | 13 | 13 |
| a31oi | 6 | 6 |
| xnor2 | 37 | 37 |
| a21o | 35 | 35 |
| o21ai | 42 | 42 |
## layout make-up
type / instances / area (um^2) / share of cell area
tap: 168 / 210 / 0.0360
multi-input combinational: 520 / 3660 / 0.626
inverter: 14 / 52.6 / 0.00900
timing repair buffer: 192 / 1920 / 0.329
Power is estimated from default activity; no workload was simulated.
